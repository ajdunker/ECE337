==> design.v <==
module flex_counter
  #(
    parameter NUM_CNT_BITS = 4
    )
   (
    input wire clk,
    input wire n_rst,
    input wire count_enable,
    input wire clear,
    input wire [(NUM_CNT_BITS-1):0] rollover_val,
    output wire rollover_flag,
    output wire [(NUM_CNT_BITS-1):0] count_out
    );
   reg [(NUM_CNT_BITS-1):0] 	     tmpCount;
   reg [(NUM_CNT_BITS-1):0] 	     tmpNext;
   reg 				     flagNext;
   reg 				     tmpFlag;
   always_ff @ (posedge clk, negedge n_rst)
     begin
	if(n_rst == 0) begin
	   tmpCount <= 0;
	   tmpFlag <= 1'b0;
	end else begin
	   tmpCount <= tmpNext;
	   tmpFlag <= flagNext;
	end
     end
   always_comb begin
      if(clear == 1) begin
	 tmpNext = 0;
	 flagNext = 1'b0;
      end else begin
	 if(count_enable == 1) begin
	    tmpNext = tmpCount + 1;
	    flagNext = 1'b0;
	    if(tmpNext == (rollover_val + 1)) begin
	       tmpNext = 1;
	    end
	    if(tmpNext == rollover_val) begin
	       flagNext = 1'b1;
	    end
	 end else begin
	    flagNext = tmpFlag;
	    tmpNext = tmpCount;
	 end  
      end  
   end
   assign rollover_flag = tmpFlag;
   assign count_out = tmpCount;
endmodule
module timer
  (
   input wire  clk,
   input wire  n_rst,
   input wire  enable_timer,
   output wire shift_strobe,
   output wire packet_done
   );
   reg 	       delay;
   reg 	       flfl; 	       
   reg [3:0]   tCount1;
   reg [3:0]   tCount2;
   flex_counter #(4) counter10
     (
      .clk(clk),
      .n_rst(n_rst),
      .clear(packet_done),
      .count_enable(delay),
      .rollover_val(4'b1010),
      .count_out(tCount1),
      .rollover_flag(shift_strobe)
      );
   flex_counter #(4) counter9
     (
      .clk(clk),
      .n_rst(n_rst),
      .clear(packet_done),
      .count_enable(shift_strobe),
      .rollover_val(4'b1001),
      .count_out(tCount2),
      .rollover_flag(packet_done)
      );
   always_ff @ (posedge clk, negedge n_rst)
     begin
	if (n_rst == 1'b0) begin
	   delay <= 1'b0;
	   flfl <= 1'b0;
	end else begin
	   flfl <= enable_timer;
	   delay <= flfl;
	end
     end
endmodule
==> run.sh <==
#!/bin/bash
# OpenROAD 26Q1-2900-gdf79404cd8, Yosys 0.63+post, stock flow scripts
make -C /OpenROAD-flow-scripts/flow DESIGN_CONFIG=/design/flow/config.mk WORK_HOME=/design/flow/orfs finish
==> config.mk <==
export PLATFORM = sky130hd
export DESIGN_NAME = timer
export DESIGN_NICKNAME = timer
export VERILOG_FILES = /design/flow/design.v
export SDC_FILE = /design/flow/constraint.sdc
export NUM_CORES = 4
export LEC_CHECK = 1
export CORE_AREA = 10 10 84 84
export DIE_AREA = 0 0 94 94
==> constraint.sdc <==
current_design timer

set clk_period 1.8
set clk_io_pct 0.2

create_clock -name clk0 -period $clk_period [get_ports {clk}]

set non_clock_inputs [all_inputs -no_clocks]
set_input_delay [expr $clk_period * $clk_io_pct] -clock clk0 $non_clock_inputs
set_output_delay [expr $clk_period * $clk_io_pct] -clock clk0 [all_outputs]
==> reports/results.tsv <==
stage	metric	value	unit
run_status	status	completed	
worst_setup_path	cp-start-kind	flop	
timing	drv_slew	0	
route	drt_iter0_markers	36	
worst_hold_path	hold_start	flfl	
clock_tree	h-tree-depth	1	
global_routing	grt_pass1_wl	2190	um
placed_design	placed_area	825	um^2
timing	tightest_slew	570	ps
synthesis	synth-seq-cells	12	
clock_tree	clock_path_buffers	2	
route	drc	0	
final_layout	finalNonFillerCells	149	
power	pwr-share-comb	0.376	
power	p_total	1310	uW
timing	fin_ws	111	ps
timing	setup_tns	0	ps
route	wl	1280	um
final_layout	area_growth	25.5	%
clock_tree	clock_latency	240	ps
power	p_int	818	uW
timing	relSlewSlack	0.619	
floorplanning	chip_area	8840	um^2
synthesis	synth_cells	73	
worst_hold_path	whs_path_depth	0	
power	p_leak	0.000339	uW
route	detail_route.antenna_diodes	0	
power	ir_drop	0.471	mV
clock_tree	cts_repair_resize_count	0	
global_routing	gr-total-overflow	0	
timing	fin_skew	1.83	ps
clock_tree	cts.clk_slew.worst_paths	50	ps
synthesis	yosysTopAreaCell	dfrtp_1	
synthesis	yosys-top-cells-area	dfrtp_1 (43%), ha_1 (8.9%), xnor2_1 (3.7%), xor2_1 (3.7%), nor2_1 (3.2%)	
worst_setup_path	cp-startpoint	counter10.tmpCount[0]	
global_routing	grtUsageTotal	0.0299	
worst_setup_path	slowest_stage	or4b_1	
placed_design	place_ws	103	ps
route	ant_nets	0	
synthesis	synthesis.area	702	um^2
worst_hold_path	min_to	delay	
clock_tree	cts_setup_buffers	0	
clock_tree	clock-sinks	12	
synthesis	common_cells	dfrtp_1 (12), nor2_1 (6), ha_1 (5), nand2_1 (5), inv_1 (4)	
synthesis	synth-async-reset-ratio	1.00	
synthesis	yosys_cells	73	
worst_setup_path	worst-endpoint-required	1970	ps
timing	period_used_share	0.938	
worst_setup_path	path_buffers	0	
timing	grt_setup_unrepaired	false	
timing	finalSetupViolCount	0	
placed_design	post-dp-hpwl	873	um
synthesis	yosys_area	702	um^2
synthesis	top_cell	dfrtp_1	
synthesis	yosys_warnings	2	
worst_setup_path	crit_path_cell_trace	ha_1 > a32oi_1 > nor2b_1 > or4b_1 > a21oi_1	
power	power_density	1490	nW/um^2
worst_setup_path	r2r-start	counter10.tmpCount[0]	
global_routing	antenna_found_initial	0	
power	clock_power_share	0.224	
placed_design	dp_cells	145	
synthesis	dominantRegCellSynth	dfrtp_1	
synthesis	synth.top_cell.area_share	0.428	
worst_setup_path	r2r-end	counter10.tmpCount[3]	
worst_setup_path	endpoint_kind	flop	
global_routing	grt_start_max_net_pins	13	
final_layout	drive_gt1_frac	0.0886	
final_layout	fin_area	881	um^2
worst_setup_path	rrSetupSlack	110	ps
synthesis	edf_count	0	
route	firstDrtPassIters	4	
worst_setup_path	cpLargestDelayFamily	simple AND/OR/NAND/NOR gates	
synthesis	syn_avg_cell_area	9.62	um^2
power	swShare	0.377	
floorplanning	fp_util	0.135	
route	vias_per_cell	3.54	
timing	period_minus_slack	1690	ps
worst_setup_path	reg2reg_depth	5	
clock_tree	cts_buffers	3	
floorplanning	placementRows	26	
worst_setup_path	critPathArrivalTime	1860	ps
clock_tree	cts_tree	built	
worst_hold_path	hold_path_class	reg -> reg	
power	netSwitchingPower	494	uW
placed_design	gp_congestion	0.800	
worst_setup_path	critical-path-max-stage-delay	510	ps
floorplanning	die_h	94	um
run	warning_count	28	
worst_setup_path	path_max_fanout	6	
run	maxCapViolCount	0	
floorplanning	die_x	94	um
route	vias	527	
timing	max_freq	0.592	GHz
synthesis	ys_types	30	
route	wire_per_inst	8.57	um
floorplanning	io_pins	5	
clock_tree	root_buffer	clkbuf_8	
timing	hold_viol	0	
global_routing	first_global_vias	470	
power	seq_power_share	0.400	
placed_design	io_buffer_count	4	
clock_tree	cts_hold_buf	0	
worst_setup_path	path_class	reg -> reg	
synthesis	ys_seq_frac	0.428	
floorplanning	design.core.area	5200	um^2
==> logic make-up (layout without fill, tap and decap cells) <==
group,count (synthesis),in the layout,share of synthesized area
adder cells (fa/ha/maj),5,5,0.0891
flip-flops,12,12,0.428
AND/OR/NAND/NOR,29,29,0.232
buffers and inverters,7,13,0.0392
AND-OR/OR-AND,14,14,0.137
XOR/XNOR,6,6,0.0749
==> power by group through the flow <==
stage | Combinational, uW | Sequential (uW) | Clock (uW)
CTS | 495 | 518 | 305
global route | 580 | 545 | 315
finish | 493 | 524 | 294
==> how the worst max path moves through the flow <==
| stage | end | slack (ps) | cells after the start |
|---|---|---|---|
| 4_1_cts | counter10.tmpCount[3] | 100 | 5 |
| 5_1_grt | counter10.tmpCount[3] | 2 | 5 |
| 6_report | counter10.tmpCount[3] | 110 | 5 |
==> stage by stage <==
step	utilization	hold WS, ps
after detailed placement	0.158	338
after floorplan	-	64.4
after global placement	0.158	334
final	0.169	348
after global routing	0.169	369
after CTS	0.169	350
==> routing by layer <==
metal | global-route usage | up-vias | part of all wire
li1 | - | 270 | -
met5 | 0 | - | 0
met3 | 0.0153 | 0 | 0.075
met4 | 0.00127 | 0 | 0
met1 | 0.0472 | 247 | 0.55
met2 | 0.0357 | 10 | 0.37
==> layout by cell type (no fill, tap or decap), drive strengths merged, types with 4 or more instances in the layout <==
master         synthesis  layout
clkbuf                 3       4
clkdlybuf4s50          0       4
dfrtp                 12      12
ha                     5       5
inv                    4       4
nand2                  5       5
nor2                   6       6
==> flip-flops by register name, summed over array words and instances (netlist names) <==
register / flops
counter9.tmpFlag: 1
counter9.tmpCount: 4
flfl: 1
counter10.tmpCount: 4
delay: 1
counter10.tmpFlag: 1
==> cell type report <==
cell class	count	area, um^2
tap	70	87.6
sequential	12	302
timing repair buffer	5	47.5
fill	601	4320
multi-input combinational	54	374
clock buffer	4	55.1
inverter	4	15.0
No activity file was given, so power comes from the tool's default toggle rates.
