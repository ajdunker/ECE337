===== flow/design.v =====
module magnitude
(
	input 	wire [16:0] in,
	output 	wire [15:0] out	
);
	assign out = (in[16] ? (~in[15:0] + 1) : in[15:0]);
endmodule

===== flow/run.sh =====
#!/bin/bash
# OpenROAD 26Q1-2900-gdf79404cd8, Yosys 0.63+post, stock flow scripts
make -C /OpenROAD-flow-scripts/flow DESIGN_CONFIG=/design/flow/config.mk WORK_HOME=/design/flow/orfs finish

===== flow/config.mk =====
export PLATFORM = sky130hd
export DESIGN_NAME = magnitude
export DESIGN_NICKNAME = magnitude
export VERILOG_FILES = /design/flow/design.v
export SDC_FILE = /design/flow/constraint.sdc
export NUM_CORES = 4
export LEC_CHECK = 1
export CORE_AREA = 10 10 70 70
export DIE_AREA = 0 0 80 80

===== flow/constraint.sdc =====
current_design magnitude

set clk_period 7.3
set clk_io_pct 0.2

create_clock -name clk0 -period $clk_period

set non_clock_inputs [all_inputs -no_clocks]
set_input_delay [expr $clk_period * $clk_io_pct] -clock clk0 $non_clock_inputs
set_output_delay [expr $clk_period * $clk_io_pct] -clock clk0 [all_outputs]

==> run notes <==
The synthesis and PnR run went through. The run finished with clean final reports. The critical path is of the input port to output port type. Entering global routing, the biggest net connects 17 pins.

The final layout contains a sequential cell count of 0. Max-slew violation count landed at 0. The cell sequence reported for the critical path is clkdlybuf4s50_1 -> or4_1 -> or3_4 -> o41ai_2 -> xnor2_1 -> clkdlybuf4s50_1. Half-perimeter wire length of the detailed placement result landed at around 1300 um. The worst setup path is captured at an output port.

Sum of routed wire length over all layers landed at about 1500 um. Gates resized during post-CTS repair numbered 0. Power spread over the standard cell area amounts to ~61 nW/um^2. Post-CTS setup repair buffer count landed at 0. Tally of filler cells in the layout landed at just under 400. Summed over all failing endpoints, the final setup total negative slack is 0 ns. In the floorplan report the effective utilization is approximately a tenth.

Iteration-0 DRC count of the detailed router landed at 26. Largest stage delay on the critical path landed at about 0.55 ns. Wire length per cell after detailed routing landed at about 12 um.

Of the combinational cells, the family taking the most area is XOR/XNOR gates. 33 I/O pins were placed. Max fanout on the critical path was recorded as 5. Y dimension of the die landed at 80 um. Count of port buffers added during placement landed at 33. Yosys reports the multiplexer fraction of the synthesized area as 0%. After synthesis, the netlist uses 16 different library cells. Register area landed at 0 um^2. Per the run summary, max-cap violations total 0.

Counting the warning lines in the Yosys log gives 0. Synthesized chip area reported by yosys landed at between 300 and 400 um^2. Headroom to the max-slew limit came out at between 50 and 60%. Total routing resource utilization after global routing landed at under 10%. STA classifies the critical path startpoint as an input port. Diode insertion count for antenna repair landed at 0. Number of standard-cell rows in the floorplan landed at 21. The layout has 0 clock buffers.

Data arrival time of the critical path landed at 3.84 ns. Number of cells in the yosys synthesis report landed at approximately 47. The number of global-route vias before repair was between 500 and 600. Setup repair after global routing left no endpoint under its margin. The initial antenna violation count is 0. In this run the static leakage power is 0.000239 uW. Fraction of layout instances using a drive strength above 1 landed at 5.13%. Final tally of hold violations landed at 0. Total DRC errors in the routed layout landed at 0. The pin closest to its max-slew limit shows a slew of 0.612 ns. The path class of the tightest hold or removal check is input port to output port. In this run the cell area of the synthesized design comes to roughly 330 um^2. On the critical path, the stage with the largest delay is an instance of sky130_fd_sc_hd__or4_1. The script logs the ratio of routed vias to standard cells as roughly 3.5. Weighted congestion at the end of routability-driven global placement landed at about 0.80. At the worst endpoint, the required time is between 5 and 6 ns. Post-synthesis sequential area ratio landed at 0%. Across all layers, the routed design uses between 400 and 500 vias. Area added between synthesis and finish landed at 113%. Compound-gate portion of the synthesized area landed at between 20% and 30%. IR analysis of the VDD net gives a maximum drop of about 0.017 mV.

Die outline width landed at about 80 um. Number of standard cells after synthesis landed at about 47. Remaining global-route overflow landed at 0. Per the finish-stage timing summary, setup violations number 0. The die covers 6400 um^2. In this design, the critical path's most frequently occurring cell is sky130_fd_sc_hd__clkdlybuf4s50_1. Count of antenna-violating nets left after detailed routing landed at 0.

The region available for standard cell placement spans between 3000 and 4000 um^2. Post-synthesis average cell area landed at a little over 7 um^2. Post-layout total power landed at about 43 uW. Wire length of the first global-routing pass landed at approximately 2400 um. Hold buffer count at CTS landed at 0. Final period demand of the worst path landed at 5.30 ns. Xor and xnor fraction of the mapped netlist area landed at 36.8%. Based on the critical path, the design can be clocked at up to between 0.15 and 0.2 GHz. Tool warning count landed at 32.

After layout, the worst path uses between 70% and 80% of the clock period. Area share of and/or/nand/nor cells after synthesis landed at between 20% and 30%. Length of the first detailed-routing pass in iterations landed at 4.

The cell-mix breakdown from Yosys lists the adder-cell area share as 3.76%. Multi-input logic area landed at between 300 and 400 um^2.
logic make-up (layout without fill, tap and decap cells):
| kind of cell | Yosys count | after routing |
|---|---|---|
| AND-OR/OR-AND | 12 | 12 |
| XOR/XNOR | 14 | 14 |
| adder cells (fa/ha/maj) | 1 | 1 |
| buffers and inverters | 5 | 36 |
| AND/OR/NAND/NOR | 15 | 15 |
cells in the final DEF, fill, tap and decap left out, types with 2 or more instances in the layout:
cell / n
sky130_fd_sc_hd__o31ai_1: 5
sky130_fd_sc_hd__or4_1: 3
sky130_fd_sc_hd__clkdlybuf4s50_1: 33
sky130_fd_sc_hd__nand2_1: 8
sky130_fd_sc_hd__or3_1: 2
sky130_fd_sc_hd__o21ai_0: 4
sky130_fd_sc_hd__inv_1: 3
sky130_fd_sc_hd__xnor2_1: 9
sky130_fd_sc_hd__xor2_1: 5
per-layer routing:
metal | GRT usage (%) | share of wire (%) | up-vias
met5 | 0 | 0 | -
met4 | 0 | 0 | 0
met3 | 2.39 | 14 | 0
met2 | 7.87 | 46 | 17
met1 | 5.21 | 40 | 185
li1 | - | - | 233
cells in the mapped netlist:
cell	instances	share of area, %
sky130_fd_sc_hd__clkbuf_1	1	1.1
sky130_fd_sc_hd__o41ai_2	1	4.9
sky130_fd_sc_hd__o21ai_0	4	6.0
sky130_fd_sc_hd__or4_1	3	6.8
sky130_fd_sc_hd__ha_1	1	3.8
sky130_fd_sc_hd__nand2_1	8	9.0
sky130_fd_sc_hd__or3_1	2	3.8
sky130_fd_sc_hd__buf_4	1	2.3
sky130_fd_sc_hd__o31a_2	1	3.0
sky130_fd_sc_hd__or3_4	1	3.4
sky130_fd_sc_hd__or2_2	1	1.9
sky130_fd_sc_hd__xnor2_1	9	24
sky130_fd_sc_hd__inv_1	3	3.4
sky130_fd_sc_hd__o31ai_1	5	11
sky130_fd_sc_hd__xor2_1	5	13
sky130_fd_sc_hd__o41ai_1	1	2.6
worst max-delay path: cells and delay by family:
kind                      cells  cell delay, ns
AOI/OAI and AO/OA             1            0.33
xor gates and xnor gates      1            0.16
and+or+nand+nor               2            0.97
buffers and inverters         2            0.93
per-stage QoR:
stage / setup WS, ns / util (%) / hold slack (ns) / instance area [um^2] / instances
final: 2.00 / 20.8 / 3.77 / 709 / 124
after global routing: 1.77 / 20.8 / 3.81 / 709 / 124
after CTS: 1.98 / 20.8 / 3.78 / 709 / 124
after detailed placement: 1.98 / 20.8 / 3.77 / 709 / 124
after global placement: 2.00 / 20.8 / 3.78 / 709 / 124
after floorplan: 3.03 / - / 2.95 / 333 / 47
report_power, final:
group          total, uW  internal (uW)  switching (uW)
clock                  0              0               0
sequential             0              0               0
combinational       43.5           29.9            13.5
total               43.5           29.9            13.5
final cells by class:
type                       count  share of cell area (%)
inverter                       3                    1.59
tap                           46                    8.11
timing repair buffer          33                    46.6
multi-input combinational     42                    43.7
worst paths after layout:
path | startpoint | cells after the start | endpoint
worst min-delay path | in[0] | 2 | out[0]
worst max-delay path | in[4] | 6 | out[15]
Power figures rest on the tool's default switching activity, not on a simulated workload.
